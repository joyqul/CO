==> flow/design.v <==
module Forwading(
    EX_rs_i,
    EX_rt_i,
    MEM_write_reg_i,
    MEM_reg_write_i,
    WB_write_reg_i,
    WB_reg_write_i,
    forwarding_rs_o,
    forwarding_rt_o
    );
input   [5-1:0] EX_rs_i, EX_rt_i, MEM_write_reg_i, WB_write_reg_i;
input           MEM_reg_write_i, WB_reg_write_i;
output  [2-1:0] forwarding_rs_o, forwarding_rt_o;
assign forwarding_rs_o = MEM_reg_write_i & (MEM_write_reg_i == EX_rs_i)? 1: 
                         WB_reg_write_i & (WB_write_reg_i == EX_rs_i)? 2:
                         0;
assign forwarding_rt_o = MEM_reg_write_i & (MEM_write_reg_i == EX_rt_i)? 1: 
                         WB_reg_write_i & (WB_write_reg_i == EX_rt_i)? 2:
                         0;
endmodule
==> flow/run.sh <==
#!/bin/bash
# OpenROAD 26Q1-2900-gdf79404cd8, Yosys 0.63+post, stock flow scripts
make -C /OpenROAD-flow-scripts/flow DESIGN_CONFIG=/design/flow/config.mk WORK_HOME=/design/flow/orfs finish
==> flow/config.mk <==
export PLATFORM = sky130hd
export DESIGN_NAME = Forwading
export DESIGN_NICKNAME = Forwading
export VERILOG_FILES = /design/flow/design.v
export SDC_FILE = /design/flow/constraint.sdc
export NUM_CORES = 4
export LEC_CHECK = 1
export CORE_AREA = 10 10 70 70
export DIE_AREA = 0 0 80 80
==> flow/constraint.sdc <==
current_design Forwading

set clk_period 1.7
set clk_io_pct 0.2

create_clock -name clk0 -period $clk_period

set non_clock_inputs [all_inputs -no_clocks]
set_input_delay [expr $clk_period * $clk_io_pct] -clock clk0 $non_clock_inputs
set_output_delay [expr $clk_period * $clk_io_pct] -clock clk0 [all_outputs]
==> flow_summary_export.csv <==
group,metric,value,unit
route,drc,0,
finish,seq_area,0,sq um
power_and_ir_drop,total_leakage_power,0.210,nW
worst_setup_path,critPathKind,"input pin to primary output",
grt,gr-total-overflow,0,
synth,ys_warn_count,0,
place,globalplace.congestion,0.792,
route,drtPass1Iterations,2,
final_timing,worst_slew_pin_slew,0.286,ns
hold_path,hold_path_class,"input pin to primary output",
synth,synth_seq_share,0,%
synth,syn_area,250,sq um
synth,top_area_share,42.0,%
power_and_ir_drop,p_total,0.000110,W
grt,grt.total_usage,3.23,%
finish,design.seq.count,0,
worst_setup_path,path_cells,"dlygate4sd2_1 -> xnor2_1 -> nand4_1 -> a311oi_1 -> buf_2",
finish,fillers,402,
final_timing,slew_headroom,80.8,%
die,die_area,6400,sq um
grt,grt_pass1_vias,316,
grt,met3_usage,2.50,%
die,coreArea,3420,sq um
grt,grt_pass1_wl,1620,um
synth,yosys_area,250,sq um
hold_path,holdPathStages,5,
synth,topCellsByArea,"xnor2_1, xor2_1, nor4_2, a311oi_1, and3_1",
grt,antenna_found_initial,0,
die,ios,26,
die,fp.dieH,80,um
final_timing,tns,0,ns
worst_setup_path,crit_family,"buffers and inverters",
route,antenna_left,0,
route,wl_per_cell,11.0,um
die,die_w,80,um
worst_setup_path,slowest_delay,0.26,ns
route,routed_wl,1140,um
grt,grt_max_degree,5,
finish,clock_buffers,0,
die,fp_util,7.33,%
die,rows,21,
grt,grt_util_met1,4.28,%
flow_run,warning_count,33,
worst_setup_path,slowest_stage,"dlygate4sd2_1",
finish,lay_top_cells,"xnor2_1, buf_2, dlygate4sd2_1, clkbuf_2, xor2_1",
synth,syn_inst,30,
worst_setup_path,startpoint_type,"input pin",
worst_setup_path,crit_buf_inv,2,
finish,lay_top_count,"xnor2_1",
final_timing,hold_violations,0,
finish,synthToLayoutAreaGrowth,108,%
synth,synth_cell_types,7,
route,vias,305,
grt,grtUsageMet2,4.25,%
final_timing,max_freq,620,MHz
place,portBuffers,26,
clock_tree,postCtsHoldBufs,0,
route,drt-initial-drc-count,8,
synth,post-synth-top-area-cell,"xnor2_1",
worst_setup_path,worstPathArrival,1.27,ns
worst_setup_path,end_kind,"primary output",
grt,busiest_layer,"met1",
final_timing,final_max_slew_viol_count,0,
worst_setup_path,crit_fanout,2,
power_and_ir_drop,ir_drop,0.0543,mV
worst_setup_path,cp_num_cells,5,
final_timing,setup_viol_count_final,0,
flow_run,cap_violations,0,
final_timing,rsz0062_at_grt,"no",
synth,syn_avg_cell_area,8.34,sq um
finish,drive_above_1_share,37.9,%
final_timing,finalCritPeriodShare,94.8,%
worst_setup_path,crit_required,1.36,ns
power_and_ir_drop,p_per_area,211,nW/um^2
route,n_antenna_cell,0,
route,drt-vias-per-instance,2.93,
synth,yosys_cells,30,
final_timing,period_minus_slack,1.61,ns
outcome,outcome,"finished clean",
[through the flow]
| step | hold slack [ns] | setup slack [ns] | area, sq um | cells | util, % |
|---|---|---|---|---|---|
| floorplan | 0.716 | 0.450 | 250 | 30 | - |
| global placement | 1.61 | -0.595 | 583 | 104 | 17.1 |
| detailed placement | 1.61 | -0.640 | 583 | 104 | 17.1 |
| CTS | 1.11 | -0.0213 | 537 | 104 | 15.7 |
| global route | 1.10 | 0.0212 | 520 | 104 | 15.2 |
| finish | 1.06 | 0.0882 | 520 | 104 | 15.2 |
[worst min-delay path: stages]
cell and delay (ns):
buf_2 0.10, xnor2_1 0.07, nand2_1 0.07, a311oi_2 0.04, clkbuf_2 0.10
[cell type report]
class	count	area [sq um]	area share, %
multi-input cells	30	272	52.2
well taps	46	57.6	11.1
repair buffers	28	191	36.8
[synthesized netlist by cell type]
cell	n
a311oi_1	2
nor4_2	2
xor2_1	8
xnor2_1	12
and3_1	2
nand2_1	2
nand4_1	2
[power breakdown]
part           total [W]  switching [W]  internal (W)
Sequential             0              0             0
Combinational   0.000110      0.0000496     0.0000602
Clock                  0              0             0
[final timing paths]
check,startpoint,to,slack (ns)
worst min-delay path,EX_rt_i[2],forwarding_rt_o[1],1.06
worst max-delay path,WB_write_reg_i[3],forwarding_rs_o[1],0.09
[kinds of logic after synthesis]
logic type	after synthesis	share of synthesized area [%]
XOR/XNOR	20	70.0
AND/OR/NAND/NOR	8	23.0
AND-OR/OR-AND	2	7.00
[timing repair]
action	4_1_cts	5_1_grt
setup buffers	0	0
gates resized	52	14
setup endpoints to repair	4	4
pin swaps	17	7
[routing by layer]
layer,part of all wire (%),up-vias,wire length [um]
met2,34,19,389
met1,48,125,548
li1,-,161,-
met5,0,-,0
met4,0,0,0
met3,18,0,204
No activity file was given, so power comes from the tool's default toggle rates.
