==> ./design.v <==
`timescale 1ns/10ps
module marquee(
  clk,
  rst,
  indataA,
  indataB,
  outdata
  );
input clk;
input rst;  
input  [2:0] indataA;
input  [2:0] indataB;
output reg [5:0] outdata;
reg [1:0] counter_r;
always@(posedge clk)begin
    if(rst)begin
        counter_r = 0;
        outdata = 0;
    end
    else begin
        case (counter_r)
            0: outdata = indataA | indataB;
            1: outdata = indataA & indataB;
            2: outdata = indataA ^ indataB;
            3: outdata = {indataA, indataB};
            default: outdata = outdata;
        endcase
        if (counter_r == 3) counter_r = 0;
        else counter_r = counter_r + 1;
    end
end
endmodule
==> ./run.sh <==
#!/bin/bash
# OpenROAD 26Q1-2900-gdf79404cd8, Yosys 0.63+post, stock flow scripts
make -C /OpenROAD-flow-scripts/flow DESIGN_CONFIG=/design/flow/config.mk WORK_HOME=/design/flow/orfs finish
==> ./config.mk <==
export PLATFORM = sky130hd
export DESIGN_NAME = marquee
export DESIGN_NICKNAME = marquee
export VERILOG_FILES = /design/flow/design.v
export SDC_FILE = /design/flow/constraint.sdc
export NUM_CORES = 4
export LEC_CHECK = 1
export CORE_AREA = 10 10 70 70
export DIE_AREA = 0 0 80 80
==> ./constraint.sdc <==
current_design marquee

set clk_period 1.3
set clk_io_pct 0.2

create_clock -name clk0 -period $clk_period [get_ports {clk}]

set non_clock_inputs [all_inputs -no_clocks]
set_input_delay [expr $clk_period * $clk_io_pct] -clock clk0 $non_clock_inputs
set_output_delay [expr $clk_period * $clk_io_pct] -clock clk0 [all_outputs]
==> results.rst <==
Implementation results
======================

.. list-table::
   :header-rows: 1

   * - Metric
     - Value
   * - Outcome
     - completed
   * - Cell count after synthesis
     - 41
   * - Leakage Power
     - 0.384 nW
   * - Seq share, synth
     - 37.9%
   * - Number of sinks handled by clock tree synthesis
     - 8
   * - End point of the critical path
     - outdata[4]
   * - Slowest library cell on the worst path
     - clkdlybuf4s50_1
   * - Final non-filler cell area
     - 698 um^2
   * - Total vias in the final route
     - 354
   * - Pin count of the biggest net entering global routing
     - 8
   * - Proportion of layout cells with a drive suffix above 1
     - 22.6%
   * - Final Max-Slew Violation Tally
     - 0
   * - Power density cells
     - 891 nW/um^2
   * - FF-to-FF path depth
     - 4
   * - Flip-flop and latch count after synthesis
     - 8
   * - Worst slack at placement
     - -0.215 ns
   * - Worst Setup Slack, final
     - 0.0404 ns
   * - Inserted Clock Buffers
     - 3
   * - CTS Root Buffer Type
     - clkbuf_4
   * - Worst hold margin
     - 0.308 ns
   * - R2r endpoint
     - outdata[3]
   * - Violation tally from detailed-route iteration zero
     - 9
   * - Top achievable clock speed
     - 794 MHz
   * - CTS Buffer Depth
     - 2
   * - Number of buffers inserted by hold repair at cts
     - 0
   * - I/O pin count
     - 14
   * - Initial antenna violation count
     - 0
   * - Post-synthesis instance area
     - 423 um^2
   * - Core utilization at floorplan
     - 12.4%
   * - Estimated wirelength of the detail-placed design
     - 828 um
   * - Maxcap violations
     - 0
   * - Mean area per synthesized cell
     - 10.3 um^2
   * - Number of antenna cells inserted
     - 0
   * - RSZ-0062 raised after global routing
     - no
   * - Chip Area
     - 6400 um^2
   * - Biggest area consumer among synthesized cells
     - dfxtp_1
   * - Peak ir drop on the vdd network
     - 0.168 mV
   * - OpenROAD warnings
     - 31
   * - Remaining design rule violation count
     - 0
   * - Tally of unique sky130hd cells used after synthesis
     - 10
   * - Type of origin of the critical path
     - register
   * - Count of final setup violators
     - 0
   * - Die boundary width
     - 80 um
   * - Die H
     - 80 um
   * - Worst path arrival time
     - 1.00 ns
   * - WP buf/inv
     - 1
   * - Transition time at the pin with the least slew margin
     - 0.208 ns
   * - Final RePlAce weighted congestion
     - 0.712
   * - R2R setup slack
     - 0.17 ns
   * - Global-route total usage across every layer
     - 3.09%
   * - Number of hold violations in the final report
     - 0
   * - Post-DR wirelength/cell
     - 8.68 um
   * - Wire length of the first global-routing pass
     - 1.53 mm
   * - Final critical-path required period
     - 1.26 ns
   * - Dominant delay contributor by cell family on the critical path
     - buffers and inverters
   * - Number of I/O port buffers
     - 13
   * - DRT antenna net count
     - 0
   * - Total global routing overflow
     - 0
   * - Cell-by-cell trace of the critical path
     - clkdlybuf4s50_1
   * - Launching point of the worst reg2reg path
     - counter_r[0]
   * - Number of placement rows
     - 21
   * - Relative area change from synthesis to final layout
     - 65.1%
   * - Clock transition at the register clock pins on the worst setup and hold paths after CTS
     - 0.05 ns
   * - Area of the synthesized netlist per yosys stat
     - 423 um^2
   * - Placed instance area
     - 648 um^2
   * - Routed WL
     - 937 um
   * - Biggest cell delay along the critical path
     - 0.45 ns
   * - Number of cells in the yosys synthesis report
     - 41
   * - Hold/Removal Path Class
     - in -> reg
   * - Commonest cells after routing, fill and taps aside
     - ha_1, inv_1, clkdlybuf4s50_1, dlymetal6s2s_1
   * - Endpoint type of the worst setup path
     - output port
   * - Number of cells on the critical path
     - 1
   * - Crit share post-route
     - 96.9%
   * - Remaining max-slew budget at the tightest pin
     - 86.2%
   * - Number of H-tree levels
     - 1
   * - Number of global-route vias before repair
     - 381
   * - Via density per instance
     - 3.28
   * - Worst setup path startpoint
     - outdata[4]
   * - Worst Clk Skew
     - 0.00494 ns
   * - Most instantiated logic cell after routing
     - ha_1
   * - Kind of critical path
     - reg -> out
   * - CTS tree
     - yes
   * - Length of the first detailed-routing pass in iterations
     - 4
   * - Crit path max fanout
     - 1
   * - Worst Hold Path Cells
     - 2
   * - Biggest area contributors in the synthesized netlist
     - dfxtp_1, ha_1, inv_1
   * - Standard cell core area
     - 3420 um^2
   * - Worst EP required
     - 1.04 ns
   * - Yosys warnings
     - 1
   * - Share of the synthesized area in the top cell type
     - 37.9%
   * - Clock Latency Late Sink
     - 0.25 ns
==> registers in the layout, summed over array words and instances, names as in the netlist <==
register   cells
counter_r      2
outdata        6
==> Yosys cell counts <==
cell and number:
a21oi_1 3, a221oi_1 3, a22oi_1 3, and2_1 3
dfxtp_1 8, ha_1 10, inv_1 8, nor3_1 1
nor3b_1 1, nor3b_2 1
==> what timing repair did <==
| item | 4_1_cts | 5_1_grt |
|---|---|---|
| gates resized | 1 | 10 |
| pin swaps | 0 | 2 |
| buffers inserted | 0 | 0 |
| endpoints found under the setup margin | 1 | 10 |
==> stage by stage <==
| stage | TNS (ns) | std cells | util [%] | power (mW) |
|---|---|---|---|---|
| 6_report | 0 | 108 | 20.4 | 0.622 |
| 5_1_grt | 0 | 108 | 20.4 | 0.673 |
| 4_1_cts | 0 | 108 | 19.7 | 0.632 |
| 3_5_place_dp | -0.580 | 105 | 19.0 | 0.441 |
| 3_3_place_gp | -0.571 | 105 | 19.0 | 0.436 |
| 2_1_floorplan | 0 | 41 | - | 0.353 |
==> logic make-up after synthesis <==
logic type | count (synthesis) | synth area share (%)
AND/OR/NAND/NOR | 6 | 10.4
buffers and inverters | 8 | 7.10
adder cells (fa/ha/maj) | 10 | 29.6
AND-OR/OR-AND | 9 | 15.1
flip-flops | 8 | 37.9
==> layout make-up <==
type,count,area (um^2)
repair buffers,18,183
flip-flops and latches,8,164
inverters,8,30.0
fillers,380,2720
clock buffers,3,22.5
well taps,46,57.6
multi-input cells,25,241
==> where the power goes <==
group	switching (mW)	internal [mW]
sequential	0.0107	0.271
combinational	0.0656	0.0910
clock	0.0785	0.105
==> per-layer routing <==
layer	share of wire [%]	wire [um]	track usage (%)
met3	15	137	2.84
met4	1.3	12	0.528
met5	0	0	0
met1	34	321	2.36
met2	50	465	5.62
==> worst min path at each step <==
stage	start	to	slack (ns)
after CTS	counter_r[0]	counter_r[0]	0.49
after global routing	indataA[1]	outdata[4]	0.32
final	indataA[1]	outdata[4]	0.31
==> worst register-to-register path, delay by kind of cell, from the launching register on <==
family	cells	cell delay [ns]
adder cells (fa/ha/maj)	1	0.24
AND/OR/NAND/NOR	2	0.38
flip-flops	1	0.37
buffers and inverters	1	0.08
Power figures rest on the tool's default switching activity, not on a simulated workload.
